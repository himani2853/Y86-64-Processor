### flow/run.sh
#!/bin/bash
# OpenROAD 26Q1-2900-gdf79404cd8, Yosys 0.63+post, stock flow scripts
make -C /OpenROAD-flow-scripts/flow DESIGN_CONFIG=/design/flow/config.mk WORK_HOME=/design/flow/orfs finish
### flow/config.mk
export PLATFORM = sky130hd
export DESIGN_NAME = decode_wb
export DESIGN_NICKNAME = decode_wb
export VERILOG_FILES = /design/flow/design.v
export SDC_FILE = /design/flow/constraint.sdc
export NUM_CORES = 4
export LEC_CHECK = 1
export CORE_AREA = 10 10 654 654
export DIE_AREA = 0 0 664 664
### flow/constraint.sdc
current_design decode_wb

set clk_period 18.5
set clk_io_pct 0.2

create_clock -name clk0 -period $clk_period [get_ports {clk}]

set non_clock_inputs [all_inputs -no_clocks]
set_input_delay [expr $clk_period * $clk_io_pct] -clock clk0 $non_clock_inputs
set_output_delay [expr $clk_period * $clk_io_pct] -clock clk0 [all_outputs]
### flow/design.v
module decode_wb(
  input clk,
  input Cnd,
  input [3:0] icode,
  input [3:0] rA,
  input [3:0] rB,
  output reg [63:0] valA,
  output reg [63:0] valB,
  input [63:0] valE,
  input [63:0] valM,
  output reg [63:0] rax,
  output reg [63:0] rcx,
  output reg [63:0] rdx,
  output reg [63:0] rbx,
  output reg [63:0] rsp,
  output reg [63:0] rbp,
  output reg [63:0] rsi,
  output reg [63:0] rdi,
  output reg [63:0] r8,
  output reg [63:0] r9,
  output reg [63:0] r10,
  output reg [63:0] r11,
  output reg [63:0] r12,
  output reg [63:0] r13,
  output reg [63:0] r14,
  output reg [63:0] rnone
);
  reg [63:0] register_file[0:15];
  initial begin
    register_file[0]=64'd0;
    register_file[1]=64'd1;
    register_file[2]=64'd2;
    register_file[3]=64'd3;
    register_file[4]=64'd4;
    register_file[5]=64'd5;
    register_file[6]=64'd6;
    register_file[7]=64'd7;
    register_file[8]=64'd8;
    register_file[9]=64'd9;
    register_file[10]=64'd10;
    register_file[11]=64'd11;
    register_file[12]=64'd12;
    register_file[13]=64'd13;
    register_file[14]=64'd14;
  end
  always@(*)
  begin
       if(clk ==1)
    begin
    if(icode == 4'b0010)  
    begin
      valA = register_file[rA];
      valB = 64'd0;
    end
    else if(icode == 4'b0011)  
    begin
      valA = register_file[15];
      valB = 64'd0;
    end
    else if(icode == 4'b0100)  
    begin
      valA = register_file[rA];
      valB = register_file[rB];
    end
    else if(icode == 4'b0101)  
    begin
      valA = register_file[15];
      valB = register_file[rB];
    end
    else if(icode == 4'b0110)  
    begin
      valA = register_file[rA];
      valB = register_file[rB];
    end
    else if(icode == 4'b1010)  
    begin
      valA = register_file[rA];
      valB = register_file[4];
    end
    else if(icode == 4'b1011)  
    begin
      valA = register_file[4];
      valB = register_file[4];
    end
    else if(icode == 4'b1000)  
    begin
      valA = register_file[15];
      valB = register_file[4];
    end
    else if(icode == 4'b1001)  
    begin
      valA = register_file[4];
      valB = register_file[4];
    end
    end
    rax=register_file[0];
    rcx=register_file[1];
    rdx=register_file[2];
    rbx=register_file[3];
    rsi=register_file[4];
    rbp=register_file[5];
    rsi=register_file[6];
    rdi=register_file[7];
    r8=register_file[8];
    r9=register_file[9];
    r10=register_file[10];
    r11=register_file[11];
    r12=register_file[12];
    r13=register_file[13];
    r14=register_file[14];
  end
always @(negedge clk) begin
        if(icode == 4'b0010)  
    begin
        if(Cnd == 1'b1)
        begin
          register_file[rB] <= valE;
        end
    end
    else if(icode == 4'b0011)  
    begin
      register_file[rB] <= valE;
    end
    else if(icode == 4'b0101)  
    begin
      register_file[rA] <= valM;
    end
    else if(icode == 4'b0110)  
    begin
      register_file[rB] <= valE;
    end
    else if(icode == 4'b1010)  
    begin
      register_file[4] <= valE;
    end
    else if(icode == 4'b1011)  
    begin
      register_file[rA] <= valM;
      register_file[4] <= valE;
    end
    else if(icode == 4'b1000)  
    begin
      register_file[4] <= valE;
    end
    else if(icode == 4'b1001)  
    begin
      register_file[4] <= valE;
    end
    rax=register_file[0];
    rcx=register_file[1];
    rdx=register_file[2];
    rbx=register_file[3];
    rsi=register_file[4];
    rbp=register_file[5];
    rsi=register_file[6];
    rdi=register_file[7];
    r8=register_file[8];
    r9=register_file[9];
    r10=register_file[10];
    r11=register_file[11];
    r12=register_file[12];
    r13=register_file[13];
    r14=register_file[14];
  end
endmodule
==> impl_metrics.csv <==
group,metric,value,unit
clock_tree,clkSlewWorstSetupHoldPaths,0.06,ns
sta,final-hold-violation-count,0,
global_route,grt_pass1_wl,276000,um
die,fp.dieH,664,um
logic_synthesis,async_flop_share,0,
placed_design,dpl.cell_count,9434,
route,avgRoutedWirePerCell,17.9,um
die,num_io_pins,1294,
sta,setup_viol,0,
setup_path,reg2reg_slack,7.40,ns
setup_path,crit_chain,"clkdlybuf4s50_1 -> buf_12 -> dlygate4sd3_1 -> or2_2 -> o21ai_1 -> o21bai_4 -> buf_4 -> buf_12 -> a222oi_1 -> nand2_1",
sta,worst_slew_pin_slew,0.812,ns
route,ant_nets,0,
job,maxCapViolations,0,
setup_path,crit_start,"icode[2]",
placed_design,place_ws,0,ns
setup_path,worstPathRequired,6.99,ns
setup_path,crit_top_cell,"buf_12",
power_and_ir_drop,cellLeakagePower,29.8,nW
cells_and_area,final_cells,10700,
cells_and_area,drive_above_1_share,0.224,
logic_synthesis,mux_area_frac,0.262,
route,drt_iter0_drc,2164,
power_and_ir_drop,power.total,7.19,mW
placed_design,placed_cell_area,0.0667,mm^2
cells_and_area,final_core_util,0.183,
route,num_vias,36900,
logic_synthesis,syn_area,0.0598,mm^2
sta,slew_violations,0,
die,rows,236,
cells_and_area,mostFrequentLayoutCell,"inv_1",
placed_design,post-dp-hpwl,124000,um
setup_path,crit_end,"valA[48]",
logic_synthesis,yosys_area,0.0598,mm^2
logic_synthesis,syn_area_per_cell,15.9,um^2
clock_tree,clock_latency,0.93,ns
logic_synthesis,ys_sh_simple,0.0173,
sta,finalWorstSetupSlack,0,ns
die,core_area,0.413,mm^2
logic_synthesis,logic_family,"multiplexers",
setup_path,worstSetupPathType,"in2latch",
logic_synthesis,synth_flops,1152,
setup_path,r2r_end,"valA[63]",
sta,slew_headroom,0.455,
die,fp_util,0.145,
logic_synthesis,ys.flop_type,"edfxtp_1",
die,die_x,664,um
die,dieArea,0.441,mm^2
setup_path,slowest_delay,0.68,ns
global_route,grt_max_degree,89,
route,drc_errors,0,
logic_synthesis,yosys.area_share.adder,0,
power_and_ir_drop,powerDensity,95.0,mW/mm^2
setup_path,arrival,6.99,ns
run_status,run_status,"finished clean",
sta,finClkSkew,0.116,ns
route,viasPerCell,3.44,
logic_synthesis,yosys_warnings,1921,
sta,holdWs,0.241,ns
route,dr.pass1.iters,9,
global_route,grt_overflow,0,
cells_and_area,stdcell_area,0.0757,mm^2
logic_synthesis,postSynthCellCount,3747,
global_route,grt_pass1_vias,44300,
logic_synthesis,yosysCellCount,3747,
sta,fin_setup_tns,0,ns
setup_path,r2r_cells,4,
setup_path,cp-end-kind,"latch",
placed_design,gp_congestion,0.845,
logic_synthesis,ys_types,45,
logic_synthesis,xor_area_frac,0.000147,
global_route,grt_use_total,0.0858,
power_and_ir_drop,irDropWorstVdd,0.0766,mV
setup_path,worstSetupStartpointType,"primary input",
cells_and_area,layout_top_cells,"inv_1, conb_1, edfxtp_1, mux4_2, clkdlybuf4s50_1",
cells_and_area,syn_to_final_growth,26.6,%
global_route,antenna_found_initial,12,
job,warning_count,26,
setup_path,slowest_stage,"dlygate4sd3_1",
sta,rsz0062_at_grt,"no",
logic_synthesis,ys_sh_aoi,0.0281,
logic_synthesis,edf_count,1024,
setup_path,crit_fanout,36,
placed_design,io_buffer_count,269,
route,drt-total-wl,192000,um
clock_tree,cts_tree,"done",
hold_path,hold_path_class,"in2gate",
setup_path,r2r-start,"register_file[11][63]",
what timing repair did:
action | 4_1_cts | 5_1_grt
buffers inserted | 0 | 0
hold endpoints to repair | 3 | 0
resized | 0 | 0
hold buffers | 30 | 0
where the power goes:
part | switching (mW) | internal (mW)
combinational | 0.352 | 0.337
clock | 1.65 | 1.97
sequential | 0.0683 | 2.81
total | 2.07 | 5.12
Yosys cell counts, drive strengths merged (2+ instances only):
cell     count  area (um^2)
clkbuf     108          405
and2         3         18.8
a21oi       12         60.1
mux2       250         2820
nor3         5         30.0
dlxtn      128         1920
a22o         8         70.1
nor2        30          113
o21ai       14         70.1
mux4       512        11500
nor4         2         12.5
o32ai        2         17.5
o2111ai      8         70.1
edfxtp    1024        30700
buf       1133         8250
nor3b        7         52.6
o221ai      65          569
a222oi      64          641
and3b        3         26.3
nand2      184          691
o211ai       4         30.0
mux2i      132         1320
a31oi        5         31.3
nand3       10         50.1
o22ai        2         12.5
nor2b        2         12.5
a22oi        9         67.6
inv          9         33.8
a221oi       2         17.5
cell families (layout without fill, tap and decap cells):
family / count (synthesis) / count (layout)
xor gates and xnor gates: 1 / 1
buffers and inverters: 1251 / 1735
and+or+nand+nor: 250 / 250
AOI/OAI and AO/OA: 198 / 198
latches: 128 / 128
muxes: 894 / 894
DFF: 1024 / 1024
other: 1 / 1027
critical path: cells and delay by family:
kind	cells	cell delay (ns)
buffers and inverters	5	1.99
AND-OR/OR-AND	3	0.73
AND/OR/NAND/NOR	2	0.48
area by class of cell:
cell class | count | area, um^2
flip-flops and latches | 1152 | 32700
inverters | 9 | 38.8
fillers | 44000 | 337000
repair buffers | 461 | 4990
well taps | 5474 | 6850
clock buffers | 136 | 3360
diodes | 3 | 7.51
clock inverters | 1129 | 5330
multi-input cells | 2367 | 22400
worst min path at each step:
stage / from / to / slack, ns / depth (start not counted)
final: icode[1] / clock gate / 0.24 / 12
after global routing: icode[3] / clock gate / 0.45 / 11
after CTS: icode[1] / clock gate / 0.29 / 12
sequential cells by signal (all words and copies together), names as in the netlist:
name / count
register_file: 1024
valA: 64
valB: 64
routing by layer:
layer  share of wire  global-route usage  wire [um]  vias to the layer above
li1                -                   -          -                    15500
met1            0.31              0.0739      59700                    17800
met2            0.48               0.135      92600                     3105
met3            0.16              0.0733      30400                      483
met4           0.049              0.0460       9330                       14
met5          0.0013             0.00558        253                        -
Power figures rest on the tool's default switching activity, not on a simulated workload.
