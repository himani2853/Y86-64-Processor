--- design.v ---
module decode_write_back(
    input clk,
    input [1:0] D_stat,
    input [3:0] D_icode,
    input [3:0] D_ifun,
    input [3:0] D_rA,
    input [3:0] D_rB,
    input signed [63:0] D_valC,
    input [63:0] D_valP,
    input [3:0] e_dstE,
    input signed [63:0] e_valE,
    input [3:0] M_dstE,
    input [3:0] M_dstM,
    input [63:0] M_valE,
    input signed [63:0] m_valM,
    input [3:0] W_dstM,
    input signed [63:0] W_valM,
    input [3:0] W_dstE,
    input signed [63:0] W_valE,
    input E_bubble,
    input [3:0] W_icode,
    output reg [3:0] d_srcA,
    output reg [3:0] d_srcB,
    output reg [63:0] d_valA,
    output reg [63:0] d_valB,
    output reg [1:0] E_stat,
    output reg [3:0] E_icode,
    output reg [3:0] E_ifun,
    output reg signed [63:0] E_valC,
    output reg signed [63:0] E_valA,
    output reg signed [63:0] E_valB,
    output reg [3:0] E_dstE,
    output reg [3:0] E_dstM,
    output reg [3:0] E_srcA,
    output reg [3:0] E_srcB,
    output reg signed [63:0] rax,
    output reg signed [63:0] rcx,
    output reg signed [63:0] rdx,
    output reg signed [63:0] rbx,
    output reg signed [63:0] rsp,
    output reg signed [63:0] rbp,
    output reg signed [63:0] rsi,
    output reg signed[63:0] rdi,
    output reg signed [63:0] r8,
    output reg signed [63:0] r9,
    output reg signed [63:0] r10,
    output reg signed [63:0] r11,
    output reg signed [63:0] r12,
    output reg signed [63:0] r13,
    output reg signed [63:0] r14,
    output reg signed [63:0] rnone
);
  reg [63:0] register_file[0:15];
  reg [63:0] d_rvalA;
  reg [63:0] d_rvalB;
  reg [3:0] d_dstE;
  reg [3:0] d_dstM;
  initial begin
    register_file[0]=64'd0;
    register_file[1]=64'd1;
    register_file[2]=64'd2;
    register_file[3]=64'd3;
    register_file[4]=64'd4;
    register_file[5]=64'd5;
    register_file[6]=64'd6;
    register_file[7]=64'd7;
    register_file[8]=64'd8;
    register_file[9]=64'd9;
    register_file[10]=64'd10;
    register_file[11]=64'd11;
    register_file[12]=64'd12;
    register_file[13]=64'd13;
    register_file[14]=64'd14;
  end
always @(*)begin
    d_srcA = 4'hf;
    d_srcB = 4'hf;
    d_dstE = 4'hf;
    d_dstM = 4'hf;
    if(D_icode == 4'd2)begin 
        d_srcA = D_rA;
        d_srcB = 4'hf; 
        d_dstE = D_rB;
        d_dstM = 4'hf; 
        d_rvalA = register_file[D_rA];
        d_rvalB = 64'd0;
    end
    else if(D_icode == 4'd3)begin 
        d_srcA = 4'hf; 
        d_srcB = 4'hf; 
        d_dstE = D_rB;
        d_dstM = 4'hf; 
        d_rvalA = 4'hf;
        d_rvalB = 4'hf;
    end
    else if(D_icode == 4'd4)begin 
        d_srcA = D_rA;
        d_srcB = D_rB; 
        d_dstE = 4'hf;
        d_dstM = 4'hf; 
        d_rvalA = register_file[D_rA];
        d_rvalB = register_file[D_rB];
    end
    else if(D_icode == 4'd5)begin 
        d_srcA = 4'hf; 
        d_srcB = D_rB;
        d_dstE = 4'hf; 
        d_dstM = D_rA;
        d_rvalB = register_file[D_rB];
    end
    else if(D_icode == 4'd6)begin 
        d_srcA = D_rA;
        d_srcB = D_rB;
        d_dstE = D_rB;
        d_dstM = 4'hf; 
        d_rvalA = register_file[D_rA];
        d_rvalB = register_file[D_rB];
    end
    else if(D_icode == 4'd8)begin 
        d_srcA = 4'hf; 
        d_srcB = 4'd4;
        d_dstE = 4'd4;
        d_dstM = 4'hf; 
        d_rvalB = register_file[4];
    end
    else if(D_icode == 4'd9)begin 
        d_srcA = 4'd4;
        d_srcB = 4'd4;
        d_dstE = 4'd4;
        d_dstM = 4'd4; 
        d_rvalA = register_file[4];
        d_rvalB = register_file[4];
    end
    else if(D_icode == 4'd10)begin 
        d_srcA = D_rA;
        d_srcB = 4'd4;
        d_dstE = 4'd4;
        d_dstM = rnone; 
        d_rvalA = register_file[D_rA];
        d_rvalB = register_file[4];
    end
    else if(D_icode == 4'd11)begin 
        d_srcA = 4'd4;
        d_srcB = 4'd4;
        d_dstE = 4'd4;
        d_dstM = D_rA;
        d_rvalA = register_file[4];
        d_rvalB = register_file[4];
    end
    else
    begin
        d_srcA = 4'hf;
        d_srcB = 4'hf;
        d_dstE = 4'hf;
        d_dstM = 4'hf;
    end
end
 always@(*)begin
 if(D_icode == 4'd8 || D_icode == 4'd7) 
    begin
        d_valA = D_valP;
    end
 else if (d_srcA == e_dstE && e_dstE != 4'hf)
    begin
        d_valA = e_valE;
    end
 else if (d_srcA == M_dstM && M_dstM != 4'hf)
    begin
        d_valA = m_valM;
    end
 else if (d_srcA == M_dstE && M_dstE != 4'hf)
    begin
        d_valA = M_valE;
    end
 else if (d_srcA == W_dstM && W_dstM != 4'hf)
    begin
        d_valA = W_valM;
    end
 else if (d_srcA == W_dstE && W_dstE != 4'hf)
    begin
        d_valA = W_valE;
    end
 else
    begin
        d_valA = d_rvalA;
    end
end
always@(*)begin
    if(d_srcB == e_dstE && e_dstE != 4'hf)
        begin
            d_valB = e_valE;
        end
    else if(d_srcB == M_dstM && M_dstM != 4'hf)
        begin
            d_valB = m_valM;
        end
    else if(d_srcB == M_dstE && M_dstE != 4'hf)
        begin
            d_valB = M_valE;
        end
    else if(d_srcB == W_dstM && W_dstM!= 4'hf)
        begin
            d_valB = W_valM;
        end
    else if(d_srcB == W_dstE && W_dstE != 4'hf)
        begin
            d_valB = W_valE;
        end
    else
        begin
            d_valB =d_rvalB;
        end
end
always@(posedge clk)begin
    if(E_bubble == 1)
    begin
        E_icode <= 4'd1; 
        E_ifun <= 4'd0;
        E_valA <= 4'd0;
        E_valB <= 4'd0;
        E_valC <= 4'd0;
        E_srcA <= 4'hf;
        E_srcB <= 4'hf;
        E_dstE <= 4'hf;
        E_dstM <= 4'hf;
        E_stat <= 2'd0;
    end
    else
    begin
        E_icode <= D_icode; 
        E_ifun <= D_ifun;
        E_valC <= D_valC;
        E_stat <= D_stat;
        E_valA <= d_valA;
        E_valB <= d_valB;
        E_srcA <= d_srcA;
        E_srcB <= d_srcB;
        E_dstE <= d_dstE;
        E_dstM <= d_dstM;
    end
end
reg [3:0] icode;
reg [63:0] valE;
reg [63:0] valM;
reg [2:0] w_stat;
reg [3:0] reg_to_writeE;
reg [3:0] reg_to_writeM;
always @(*) begin
    icode <= W_icode;
    valE <= W_valE;
    valM <= W_valM;
    reg_to_writeE <= W_dstE;
    reg_to_writeM <= W_dstM;
end
always @(posedge clk) begin
        if(icode == 4'b0010)  
    begin
        register_file[W_dstE] <= valE;
    end
    else if(icode == 4'b0011)  
    begin
      register_file[W_dstE] <= valE;
    end
    else if(icode == 4'b0101)  
    begin
      register_file[W_dstM] <= valM;
    end
    else if(icode == 4'b0110)  
    begin
      register_file[W_dstE] <= valE;
    end
    else if(icode == 4'b1010)  
    begin
      register_file[4] <= valE;
    end
    else if(icode == 4'b1011)  
    begin
      register_file[W_dstM] <= valM;
      register_file[4] <= valE;
    end
    else if(icode == 4'b1000)  
    begin
      register_file[4] <= valE;
    end
    else if(icode == 4'b1001)  
    begin
      register_file[4] <= valE;
    end  
    rax <= register_file[0];
    rcx <= register_file[1];
    rdx <= register_file[2];
    rbx <= register_file[3];
    rsp <= register_file[4];
    rbp <= register_file[5];
    rsi <= register_file[6];
    rdi <= register_file[7];
    r8 <= register_file[8];
    r9 <= register_file[9];
    r10 <= register_file[10];
    r11 <= register_file[11];
    r12 <= register_file[12];
    r13 <= register_file[13];
    r14 <= register_file[14];
end
endmodule
--- run.sh ---
#!/bin/bash
# OpenROAD 26Q1-2900-gdf79404cd8, Yosys 0.63+post, stock flow scripts
make -C /OpenROAD-flow-scripts/flow DESIGN_CONFIG=/design/flow/config.mk WORK_HOME=/design/flow/orfs finish
--- config.mk ---
export PLATFORM = sky130hd
export DESIGN_NAME = decode_write_back
export DESIGN_NICKNAME = decode_write_back
export VERILOG_FILES = /design/flow/design.v
export SDC_FILE = /design/flow/constraint.sdc
export NUM_CORES = 4
export LEC_CHECK = 1
export CORE_AREA = 10 10 712 712
export DIE_AREA = 0 0 722 722
--- constraint.sdc ---
current_design decode_write_back

set clk_period 34.5
set clk_io_pct 0.2

create_clock -name clk0 -period $clk_period [get_ports {clk}]

set non_clock_inputs [all_inputs -no_clocks]
set_input_delay [expr $clk_period * $clk_io_pct] -clock clk0 $non_clock_inputs
set_output_delay [expr $clk_period * $clk_io_pct] -clock clk0 [all_outputs]
==> flow_summary_export.csv <==
group,metric,value,unit
clock_network,clockRootBuffer,"clkbuf_16",
drt,drc_errors,0,
setup_path,critical_path.max_stage_delay,0.80,ns
floorplanning,initial_core_util,17.5,%
final_timing,hold_violations,0,
floorplanning,die-height,722,microns
grt,grt_util_all_layers,22.0,%
setup_path,cp_max_fo,63,
setup_path,cpMaxStageDelayCell,"a21oi_1",
floorplanning,core,490000,sq um
clock_network,cts_resized,0,
synth,async_flop_share,0,%
hold_path,hold_path.class,"flop to flop",
final_timing,unclocked_regs,128,
synth,synth-area-yosys,85800,sq um
final_timing,tns,0,ns
setup_path,r2r_cells,0,
synth,edf_count,1024,
synth,yosysCellCount,5541,
grt,grt_pass1_vias,66200,
final_timing,rsz0062_at_grt,"no",
synth,syn_avg_cell_area,15.5,sq um
synth,ff_type,"dfxtp_1",
grt,grt-ovfl-total,0,
synth,netlist_area,85800,sq um
drt,drt-initial-drc-count,6103,
synth,synth.distinct_cells,68,
finish,final_layout_size_suffix_gt1_share,19.9,%
hold_path,worstHoldPathCells,0,
pwr,power.leakage,41.4,nW
final_timing,slew_viol_final,0,
drt,num_vias,64100,
clock_network,cts_made_buffers,266,
synth,synth_flops,2330,
synth,synth_cells,5541,
drt,dr.pass1.iters,6,
hold_path,min-delay-start,"register_file[8][57]$_DFFE_PP_",
setup_path,end_kind,"output pin",
drt,wl_per_cell,40.6,microns
final_timing,period_needed,19.56,ns
run_status,status,"completed",
grt,grt_pass1_wl,723000,microns
clock_network,postCtsSetupRepairBufs,0,
setup_path,cp.required,27.60,ns
clock_network,ctsHtreeMaxLevel,5,
floorplanning,dieArea,521000,sq um
clock_network,tritoncts,"done",
final_timing,fmax,51.1,MHz
clock_network,cts.path.max_buffers,4,
drt,drtAntennaViolNets,0,
setup_path,start_kind,"primary input",
floorplanning,io_pins,1870,
setup_path,cp_cell_sequence,"clkdlybuf4s50_1 > buf_4 > clkinv_1 > a21oi_1 > nor3_1 > a211oi_4 > buf_4 > buf_4 > a32o_1 > o221ai_1 > a21oi_1 > clkdlybuf4s50_1",
setup_path,cp_common_cell,"buf_4",
job,max_cap_viol_count,0,
synth,synth_warnings,65,
final_timing,whs,0.374,ns
clock_network,cts_hold_buffers,0,
grt,grt_max_degree,72,
finish,fillers,50300,
final_timing,setup_viol,0,
floorplanning,rows,257,
pwr,powerDensity,55.6,nW/um^2
finish,logic_area,27800,sq um
placed_design,port-buffer-count,1805,
setup_path,rr_endpoint,"rsp[53]$_DFF_P_",
placed_design,dp_hpwl,449000,microns
drt,avgViaCountPerCell,4.53,
setup_path,r2r-start,"register_file[4][53]$_DFFE_PP_",
final_timing,slew_headroom,4.88,%
finish,area_growth,41.6,%
pwr,peakVddDrop,0.0000358,V
job,warning_count,27,
clock_network,clk_latency,0.93,ns
final_timing,clock_skew,0.0603,ns
placed_design,gp_congestion,0.969,
final_timing,finalCritPeriodShare,56.7,%
finish,flop_area,56300,sq um
grt,antenna_found_initial,148,
final_timing,tightest_slew,1.41,ns
setup_path,r2r_setup_slack,33.53,ns
setup_path,path_class,"primary input to output pin",
hold_path,whs_endpoint,"r8[57]$_DFF_P_",
drt,wirelength,575000,microns
final_timing,untimed_endpoints,128,
setup_path,worstPathArrival,12.66,ns
floorplanning,die_w,722,microns
clock_network,clkTransAtPathRegs,0.06,ns
[critical path, delay by kind of cell]
family | cells | cell delay (ns)
compound gates | 5 | 2.47
buf+inv | 6 | 3.00
simple gates | 1 | 0.20
[state kept, by name (all words and copies together) (netlist names), 64 cells and up]
name           cells
r14               64
rdx               64
rcx               64
rbp               64
d_rvalA           64
register_file   1024
r9                64
E_valB            64
rax               64
rbx               64
r13               64
rsi               64
r11               64
r10               64
E_valA            64
r8                64
d_rvalB           64
r12               64
E_valC            64
rsp               64
rdi               64
[layout make-up]
| cell class | instances | share of cell area, % |
|---|---|---|
| timing repair buffer | 2047 | 16.4 |
| clock inverter | 122 | 1.21 |
| clock buffer | 365 | 6.24 |
| inverter | 70 | 0.222 |
| tap | 6475 | 6.67 |
| multi-input combinational | 2698 | 22.8 |
| antenna | 54 | 0.111 |
| sequential | 2330 | 46.3 |
[synthesized netlist by cell type (3+ instances only)]
cell / number / area [sq um]
buf_6: 7 / 78.8
o31a_1: 3 / 26.3
a32o_1: 64 / 641
or3_1: 10 / 62.6
xnor2_1: 5 / 43.8
o21ai_1: 38 / 190
buf_4: 71 / 533
or4_1: 4 / 30.0
a21oi_1: 271 / 1360
a221oi_1: 66 / 578
dlxtn_1: 128 / 1920
or2_2: 8 / 50.1
o22ai_1: 67 / 419
buf_1: 71 / 267
nor4_1: 67 / 419
nor2b_1: 79 / 494
nand4_1: 3 / 18.8
o2bb2ai_1: 67 / 587
edfxtp_1: 1024 / 30700
nor2_1: 42 / 158
a21o_1: 3 / 22.5
o21ai_0: 180 / 901
nand3_1: 140 / 701
nand2b_1: 10 / 62.6
o31ai_1: 5 / 37.5
a21boi_0: 67 / 503
a31oi_1: 67 / 419
buf_2: 28 / 140
mux2i_1: 5 / 50.1
a211oi_1: 68 / 510
o211ai_1: 4 / 30.0
mux4_2: 640 / 14400
inv_1: 69 / 259
o221ai_1: 65 / 569
o22a_1: 69 / 604
a221o_1: 5 / 50.1
dfxtp_1: 1178 / 23600
and3_1: 7 / 43.8
nor3b_1: 4 / 30.0
nor3_1: 7 / 35.0
o21a_1: 4 / 30.0
nand2_1: 336 / 1260
clkbuf_1: 328 / 1230
mux2_2: 130 / 1460
[where the power goes]
| part | internal (mW) | leakage (nW) | switching, mW |
|---|---|---|---|
| combinational | 0.377 | 16.8 | 0.545 |
| sequential | 2.84 | 20.2 | 0.0655 |
| clock | 1.68 | 4.39 | 1.25 |
[metrics by stage]
stage                     power, mW  cell area [sq um]  instances  utilization, %  worst slack (ns)
final                          6.76             122000      14200            24.8             14.94
after global routing           6.96             121000      14100            24.8             14.72
after CTS                      6.83             121000      14100            24.8             14.91
after detailed placement       3.88             112000      13600            22.9             14.93
after global placement         3.88             112000      13600            22.9             14.96
after floorplan                3.25              86100       5604               -             18.59
[cells by family after synthesis]
group	after synthesis	synth area share [%]
xor gates and xnor gates	5	0.0510
buffers and inverters	576	2.93
muxes	775	18.6
other	1	0.00437
latches	128	2.24
DFF	2202	63.3
and+or+nand+nor	724	4.00
AOI/OAI and AO/OA	1130	8.92
[routing by layer]
layer / wire (microns) / vias to the layer above / global-route usage [%]
met3: 101000 / 908 / 16.8
li1: - / 25500 / -
met2: 251000 / 5261 / 32.2
met1: 194000 / 32300 / 24.4
met5: 1430 / - / 1.47
met4: 27500 / 64 / 7.81
[cells in the final DEF, fill, tap and decap left out, drive strengths merged, types with 80 or more instances in the layout]
cell and count:
dlxtn 128, clkdlybuf4s50 1796, mux2 130, dfxtp 1178
clkbuf 366, edfxtp 1024, inv 96, buf 250
o21ai 218, nand2 336, nand3 140, a21oi 271
nor2b 80, mux4 640
[worst max-delay path by stage]
stage	startpoint	endpoint	slack, ns	cells past startpoint
4_1_cts	D_icode[0]	d_valA[30]	14.91	12
5_1_grt	D_icode[0]	d_valA[30]	14.72	12
6_report	D_icode[0]	d_valA[30]	14.94	12
No activity file was given, so power comes from the tool's default toggle rates.
